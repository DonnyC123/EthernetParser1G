===== flow/run.sh =====
#!/bin/bash
# OpenROAD 26Q1-2900-gdf79404cd8, Yosys 0.63+post, stock flow scripts
make -C /OpenROAD-flow-scripts/flow DESIGN_CONFIG=/design/flow/config.mk WORK_HOME=/design/flow/orfs finish

===== flow/config.mk =====
export PLATFORM = sky130hd
export DESIGN_NAME = xor_reduction
export DESIGN_NICKNAME = xor_reduction
export VERILOG_FILES = /design/flow/design.v
export SDC_FILE = /design/flow/constraint.sdc
export NUM_CORES = 4
export LEC_CHECK = 1
export CORE_AREA = 10 10 70 70
export DIE_AREA = 0 0 80 80

===== flow/constraint.sdc =====
current_design xor_reduction

set clk_period 1.0
set clk_io_pct 0.2

create_clock -name clk0 -period $clk_period

set non_clock_inputs [all_inputs -no_clocks]
set_input_delay [expr $clk_period * $clk_io_pct] -clock clk0 $non_clock_inputs
set_output_delay [expr $clk_period * $clk_io_pct] -clock clk0 [all_outputs]

===== flow/design.v =====
interface ether_type_if ();
  logic is_ipv4;
  logic is_ipv6;
  logic is_other;
  modport slave (
    input is_ipv4,
    input is_ipv6,
    input is_other
  );
  modport master (
    output is_ipv4,
    output is_ipv6,
    output is_other
  );
endinterface
interface ip_fields_if();
  logic idle;
  logic dst_addr;
  logic src_addr; 
  logic option_or_data;
  modport slave (
    input idle,
    input dst_addr,
    input src_addr,
    input option_or_data
  );
  modport master (
    output idle,
    output dst_addr,
    output src_addr,
    output option_or_data
  );
endinterface
package ipv4_pkg;
  parameter TOTAL_LN_BYTES          = 2;           
  parameter IDENTIFICATION_BYTES    = 2;                
  parameter FRAGMENT_BITS_BYTES     = 2;                                      
  parameter HEADER_CHECK_SUM_BYTES  = 2;                   
  parameter IP_BYTES                = 4;        
  parameter COUNTER_W          = $clog2(IP_BYTES);
  parameter NUM_PARSER_STATE  = 11;
  typedef enum logic[NUM_PARSER_STATE-1:0] {
    IDLE_OR_VERSION_HLEN  = 'b00000000001, 
    TYPE_OF_SERVICE       = 'b00000000010,
    TOTAL_LN              = 'b00000000100, 
    IDENTIFICATION        = 'b00000001000,
    FRAGMENT_BITS         = 'b00000010000,
    TTL                   = 'b00000100000,
    PROTOCOL              = 'b00001000000,
    HEADER_CHECK_SUM      = 'b00010000000,
    SRC_IP                = 'b00100000000,
    DST_IP                = 'b01000000000,
    OPTION_OR_DATA        = 'b10000000000
  } parser_state_t;
endpackage
interface eth_fields_if ();
  logic is_preamble_or_sfd;
  logic is_dst_mac;
  logic is_src_mac;
  logic is_ether_type;
  logic is_payload_or_fcs;
  modport slave (
    input is_preamble_or_sfd,
    input is_dst_mac,
    input is_src_mac,
    input is_ether_type,
    input is_payload_or_fcs
  );
  modport master (
    output is_preamble_or_sfd,
    output is_dst_mac,
    output is_src_mac,
    output is_ether_type,
    output is_payload_or_fcs
  );
endinterface
interface eth_parser_error_if();
  logic preamble_sfd;
  logic incomplete;
  modport slave (
    input preamble_sfd,
    input incomplete
  );
  modport master (
    output preamble_sfd,
    output incomplete
  );
endinterface
package ddr_sdr_converter_pkg;
  typedef enum int {
    IDLE, 
    UPPER_HALF,
    LOWER_HALF
  } converter_state_t;
endpackage 
package error_pulse_pkg;
  typedef enum logic {  
    NO_ERROR,
    ERROR
  } error_state_t;
endpackage
package fcs_pkg;
  localparam FCS_W                  = 32;
  localparam FCS_POLY               = 32'h04C11DB7;
  localparam FCS_REG_INITIAL_VALUE  = 32'hFFFFFFFF;
  localparam FCS_RESIDUE            = 32'hC704DD7B;
  typedef enum int {  
    IDLE,
    ACTIVE
  } fcs_checker_state_t;
endpackage
package mac_if_pkg;
  localparam RGMII_DATA_W = 4;
  localparam GMII_DATA_W  = 2*RGMII_DATA_W;
  typedef union packed {
    logic valid; 
    logic error; 
  } rgmii_ctrl_t;
endpackage
interface data_valid_if #(
  parameter int DATA_W = 8
);
  logic [DATA_W-1:0]  data;
  logic               valid;
  modport slave (
    input data,
    input valid
  );
  modport master (
    output data,
    output valid
  );
endinterface
interface fifo_rd_if #(
  parameter DATA_W = 32 
);
  logic [DATA_W-1:0]  data;
  logic               rd_en;
  logic               empty;
  modport slave (
    input   rd_en,
    output  data,
    output  empty
  );
  modport master (
    output  rd_en,
    input   data,
    input   empty
  );
endinterface
interface fifo_wr_if #(
  parameter DATA_W = 32
);
  logic [DATA_W-1:0]  data;
  logic               wr_en;
  logic               full;
  modport slave (
    input   wr_en,
    input   data,
    output  full
  );
  modport master (
    output  wr_en,
    output  data,
    input   full 
  );
endinterface
module xor_reduction #(
  parameter DIN_W  = 32,
  parameter DOUT_W = 12
) (
  input   logic [DIN_W-1:0]   data_i,
  output  logic [DOUT_W-1:0]  data_o
);
  logic [DOUT_W-1:0] curr_xor;
  always_comb begin
    data_o          = '0;
    for(int j = 0; j < DIN_W/DOUT_W; j++) begin
      for (int i = 0; i < DOUT_W; i ++) begin
        curr_xor[i] = data_i[(i * j) % DIN_W];
      end
      data_o        = data_o ^ curr_xor;
    end
  end
endmodule

==> ci_impl_report.md <==
### Metrics collected by this job

| Metric | Value |
|---|---|
| RSZ-0062 raised after global routing | `false` |
| # DRC | `0` |
| Via/cell ratio | `2.000` |
| Rows | `21` |
| Io pins | `44` |
| Mux area share | `0%` |
| Gr usage total | `2.426%` |
| I/O Buffers | `23` |
| Top cell area share | `81.05%` |
| Total placed instance area | `407.9 um2` |
| GR Layer Usage met2 | `3.291%` |
| Vias in the first global route | `179` |
| HP Class | `input port to primary output` |
| DR WL/cell | `9.655 um` |
| Aoi share | `0%` |
| Synth Area in Adders | `0%` |
| Final Power | `0.1319 mW` |
| DR iter-0 viols | `2` |
| XOR Share, Synth | `81.05%` |
| Global-route wire length before repair | `1.179 mm` |
| CP Data Arrival Time | `750 ps` |
| Max-cap viol count | `0` |
| Top cells, area | `xor2_1 (81%), buf_6 (9.5%), buf_4 (6.3%)` |
| Initial antenna violation count | `1` |
| Gate Count Post-Synth | `14` |
| Simple share | `0%` |
| Setup violations, final | `0` |
| Grt met1 use | `2.772%` |
| Final Hold Slack | `679.2 ps` |
| Mapped cell area | `118.9 um2` |
| Maximum number of pins on one net before global-route repair | `7` |
| Synth top cells by count | `xor2_1 (11), buf_4 (1), buf_6 (1), conb_1 (1)` |
| Yosys chip area | `118.9 um2` |
| Crit Path Max Fanout | `1` |
| Gr busiest metal | `met2` |
| Yosys top cell by instances | `xor2_1` |
| Tally of yosys warning messages | `1` |
| Post-synth top area cell | `xor2_1` |
| Leak | `0.1752 nW` |
| Gpl congestion | `0.7111` |
| Power per cell area | `359.9 mW/mm2` |
| Crit path kind | `input port to primary output` |
| Final cycle utilization of the critical path | `94.62%` |
| Setup TNS | `0 ps` |
| Seq Cell Count | `0` |
| Required time worst endpoint | `800 ps` |
| Remaining antenna violation count after routing | `0` |
| Flop area | `0 um2` |
| Die area | `0.006400 mm2` |
| Crit path launch type | `input port` |
| Core area | `0.003416 mm2` |
| Pre-CTS WS | `-750.4 ps` |
| Peak VDD IR | `0.09094 mV` |
| Chip height | `80 um` |
| Clkbuf count | `0` |
| Outcome | `finished clean` |
| Via count | `168` |
| Post-layout util | `10.73%` |
| Final non-filler cell total | `84` |
| Post-route cell area | `366.6 um2` |
| Synth cell types | `4` |
| Setup ws final | `53.78 ps` |
| Floorplan Utilization | `3.480%` |
| Final Max Tran Viols | `0` |
| Pre-Repair DR Iteration Count | `2` |
| Layout cells sized above 1 | `37.84%` |
| Syn Area/Cell | `8.490 um2` |
| Die Wd | `80 um` |
| Placed insts | `82` |
| Tool Warnings | `52` |
| Dominant kind of combinational cell | `XOR/XNOR gates` |
| Total Wirelength | `811 um` |
| GRT met3 Usage | `2.500%` |
| Crit end category | `primary output` |
| Crit path time final | `946.2 ps` |
| Final Hold Fails | `0` |
| Cell total in the yosys stat output | `14` |
| Seq share, synth | `0%` |
| Layout area overhead | `208.4%` |
| Grt total ovfl | `0` |
| Achievable clock frequency | `1057 MHz` |
-- per-layer routing --
layer / up-vias / wire length (um)
met5: - / 0
met4: 0 / 0
met3: 0 / 204
met2: 17 / 274
met1: 66 / 331
li1: 85 / -
-- path summary, 6_finish.rpt --
kind | depth (start not counted) | from | to
min | 3 | data_i[0] | data_o[1]
max | 3 | data_i[2] | data_o[2]
-- critical path: stages --
cell,delay [ps]
dlygate4sd2_1,240
xor2_1,120
clkdlybuf4s15_1,190
-- timing repair --
| action | CTS | global route |
|---|---|---|
| gates cloned | 1 | 0 |
| hold buffers | 0 | 0 |
| pin swaps | 9 | 0 |
| setup endpoints to repair | 11 | 3 |
| gates resized | 52 | 1 |
| setup buffers | 1 | 0 |
-- cell families (layout without fill, tap and decap cells) --
| kind of cell | count (synthesis) | after routing |
|---|---|---|
| xor+xnor | 11 | 11 |
| other cells | 1 | 2 |
| buf+inv | 2 | 25 |
-- report_power, final --
part	total [mW]	internal, mW	switching [mW]	leakage (nW)
clock network	0.000000134	0.000000134	0	0.00000634
registers	0	0	0	0
logic	0.132	0.0866	0.0453	0.175
total	0.132	0.0866	0.0453	0.175
-- cells in the final DEF (no fill, tap or decap) --
| master | synthesis | routed |
|---|---|---|
| buf_8 | 0 | 1 |
| dlygate4sd2_1 | 0 | 11 |
| buf_2 | 0 | 9 |
| clkbuf_2 | 0 | 1 |
| xor2_1 | 11 | 10 |
| conb_1 | 1 | 1 |
| diode_2 | 0 | 1 |
| xor2_2 | 0 | 1 |
| buf_12 | 0 | 1 |
| clkdlybuf4s15_1 | 0 | 1 |
| buf_4 | 1 | 1 |
-- area by class of cell --
type / instances / area [um2]
diodes: 1 / 2.502
fillers: 409 / 3049
multi-input cells: 12 / 107.6
well taps: 46 / 57.56
repair buffers: 25 / 198.9
No activity file was given, so power comes from the tool's default toggle rates.
