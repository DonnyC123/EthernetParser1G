File: flow/config.mk
export PLATFORM = sky130hd
export DESIGN_NAME = data_status_pipeline
export DESIGN_NICKNAME = data_status_pipeline
export VERILOG_FILES = /design/flow/design.v
export SDC_FILE = /design/flow/constraint.sdc
export NUM_CORES = 4
export LEC_CHECK = 1
export CORE_AREA = 10 10 74 74
export DIE_AREA = 0 0 84 84
File: flow/constraint.sdc
current_design data_status_pipeline

set clk_period 1.0
set clk_io_pct 0.2

create_clock -name clk0 -period $clk_period [get_ports {clk}]

set non_clock_inputs [all_inputs -no_clocks]
set_input_delay [expr $clk_period * $clk_io_pct] -clock clk0 $non_clock_inputs
set_output_delay [expr $clk_period * $clk_io_pct] -clock clk0 [all_outputs]
File: flow/design.v
interface ether_type_if ();
  logic is_ipv4;
  logic is_ipv6;
  logic is_other;
  modport slave (
    input is_ipv4,
    input is_ipv6,
    input is_other
  );
  modport master (
    output is_ipv4,
    output is_ipv6,
    output is_other
  );
endinterface
interface ip_fields_if();
  logic idle;
  logic dst_addr;
  logic src_addr; 
  logic option_or_data;
  modport slave (
    input idle,
    input dst_addr,
    input src_addr,
    input option_or_data
  );
  modport master (
    output idle,
    output dst_addr,
    output src_addr,
    output option_or_data
  );
endinterface
package ipv4_pkg;
  parameter TOTAL_LN_BYTES          = 2;           
  parameter IDENTIFICATION_BYTES    = 2;                
  parameter FRAGMENT_BITS_BYTES     = 2;                                      
  parameter HEADER_CHECK_SUM_BYTES  = 2;                   
  parameter IP_BYTES                = 4;        
  parameter COUNTER_W          = $clog2(IP_BYTES);
  parameter NUM_PARSER_STATE  = 11;
  typedef enum logic[NUM_PARSER_STATE-1:0] {
    IDLE_OR_VERSION_HLEN  = 'b00000000001, 
    TYPE_OF_SERVICE       = 'b00000000010,
    TOTAL_LN              = 'b00000000100, 
    IDENTIFICATION        = 'b00000001000,
    FRAGMENT_BITS         = 'b00000010000,
    TTL                   = 'b00000100000,
    PROTOCOL              = 'b00001000000,
    HEADER_CHECK_SUM      = 'b00010000000,
    SRC_IP                = 'b00100000000,
    DST_IP                = 'b01000000000,
    OPTION_OR_DATA        = 'b10000000000
  } parser_state_t;
endpackage
interface eth_fields_if ();
  logic is_preamble_or_sfd;
  logic is_dst_mac;
  logic is_src_mac;
  logic is_ether_type;
  logic is_payload_or_fcs;
  modport slave (
    input is_preamble_or_sfd,
    input is_dst_mac,
    input is_src_mac,
    input is_ether_type,
    input is_payload_or_fcs
  );
  modport master (
    output is_preamble_or_sfd,
    output is_dst_mac,
    output is_src_mac,
    output is_ether_type,
    output is_payload_or_fcs
  );
endinterface
interface eth_parser_error_if();
  logic preamble_sfd;
  logic incomplete;
  modport slave (
    input preamble_sfd,
    input incomplete
  );
  modport master (
    output preamble_sfd,
    output incomplete
  );
endinterface
package ddr_sdr_converter_pkg;
  typedef enum int {
    IDLE, 
    UPPER_HALF,
    LOWER_HALF
  } converter_state_t;
endpackage 
package error_pulse_pkg;
  typedef enum logic {  
    NO_ERROR,
    ERROR
  } error_state_t;
endpackage
package fcs_pkg;
  localparam FCS_W                  = 32;
  localparam FCS_POLY               = 32'h04C11DB7;
  localparam FCS_REG_INITIAL_VALUE  = 32'hFFFFFFFF;
  localparam FCS_RESIDUE            = 32'hC704DD7B;
  typedef enum int {  
    IDLE,
    ACTIVE
  } fcs_checker_state_t;
endpackage
package mac_if_pkg;
  localparam RGMII_DATA_W = 4;
  localparam GMII_DATA_W  = 2*RGMII_DATA_W;
  typedef union packed {
    logic valid; 
    logic error; 
  } rgmii_ctrl_t;
endpackage
interface data_valid_if #(
  parameter int DATA_W = 8
);
  logic [DATA_W-1:0]  data;
  logic               valid;
  modport slave (
    input data,
    input valid
  );
  modport master (
    output data,
    output valid
  );
endinterface
interface fifo_rd_if #(
  parameter DATA_W = 32 
);
  logic [DATA_W-1:0]  data;
  logic               rd_en;
  logic               empty;
  modport slave (
    input   rd_en,
    output  data,
    output  empty
  );
  modport master (
    output  rd_en,
    input   data,
    input   empty
  );
endinterface
interface fifo_wr_if #(
  parameter DATA_W = 32
);
  logic [DATA_W-1:0]  data;
  logic               wr_en;
  logic               full;
  modport slave (
    input   wr_en,
    input   data,
    output  full
  );
  modport master (
    output  wr_en,
    output  data,
    input   full 
  );
endinterface
module data_pipeline #(
  parameter DATA_W      = 32,
  parameter PIPE_DEPTH  = 1,
  parameter RST_EN      = 1,
  parameter RST_VAL     = 0
) (
  input  logic                clk,
  input  logic                rst,
  input  logic  [DATA_W-1:0]  data_i,
  output logic  [DATA_W-1:0]  data_o
);
  logic [DATA_W-1:0] data_shift_reg_ff [PIPE_DEPTH-1:0];
  generate
    if (PIPE_DEPTH >= 1) begin
      always_ff @(posedge clk) begin
        if (rst && RST_EN) begin
          for (int i = 0; i < PIPE_DEPTH; i++) begin
            data_shift_reg_ff[i]  <= RST_VAL;
          end
        end else begin
          data_shift_reg_ff[0]    <= data_i;
          for (int i = 1; i < PIPE_DEPTH; i++) begin
            data_shift_reg_ff[i]  <= data_shift_reg_ff[i-1];
          end
        end
      end
      assign data_o = data_shift_reg_ff[PIPE_DEPTH-1]; 
    end else begin
      assign data_o = data_i;
    end 
  endgenerate
endmodule
module data_status_pipeline # (
  parameter int DATA_W      = 32,
  parameter int STATUS_W    = 1,
  parameter int PIPE_DEPTH  = 1
) (
  input  logic clk,
  input  logic rst,
  input  logic [DATA_W-1:0]   data_i,
  input  logic [STATUS_W-1:0] status_i,
  output logic [DATA_W-1:0]   data_o,
  output logic [STATUS_W-1:0] status_o
);
  data_pipeline # (
    .DATA_W       (DATA_W),
    .PIPE_DEPTH   (PIPE_DEPTH),
    .RST_EN       (0)
  ) data_pipeline_inst (
    .clk          (clk),
    .rst          (rst),
    .data_i       (data_i),
    .data_o       (data_o)
  );
  data_pipeline # (
    .DATA_W       (STATUS_W),
    .PIPE_DEPTH   (PIPE_DEPTH),
    .RST_EN       (1),
    .RST_VAL      (0)
  ) status_pipeline_inst (
    .clk          (clk),
    .rst          (rst),
    .data_i       (status_i),
    .data_o       (status_o)
  );
endmodule 
File: flow/run.sh
#!/bin/bash
# OpenROAD 26Q1-2900-gdf79404cd8, Yosys 0.63+post, stock flow scripts
make -C /OpenROAD-flow-scripts/flow DESIGN_CONFIG=/design/flow/config.mk WORK_HOME=/design/flow/orfs finish
==> results_dict.tcl <==
# implementation run metrics
set metrics [dict create \
    synth-main-ff-cell "sky130_fd_sc_hd__dfxtp_1" \
    area_of_all_placed_cells_without_fillers_um2 1470 \
    grt_start_max_net_pins 10 \
    cts_setup_buffers 0 \
    drt-total-wl_mm 2.10 \
    hold-worst-slack_ns 0.366 \
    synthesis.area_per_instance_um2 19.8 \
    number_of_buffers_inserted_during_clock_tree_synthesis 5 \
    replace_congestion 0.747 \
    yosys.cell_count.top_type "sky130_fd_sc_hd__dfxtp_1" \
    synth-cells-yosys 34 \
    post_route_cells_drive_above_1_share_pct 19.4 \
    cpLargestDelayFamily "flip-flops" \
    worst_path_max_delay_cell "sky130_fd_sc_hd__dfxtp_1" \
    final_period_minus_worst_setup_slack_ns 0.956 \
    detail_route.iter0.violations 4 \
    vias_in_the_first_global_route 598 \
    p_per_area_nw_per_um2 1740 \
    cts_tree "done" \
    ant_nets 0 \
    x_dimension_of_the_die_um 84 \
    portBuffers 67 \
    fmax_mhz 1050 \
    ys_top_cells_by_area "sky130_fd_sc_hd__dfxtp_1 98%, sky130_fd_sc_hd__nor2b_4 2.0%" \
    worstPathArrival_ns 0.76 \
    post_dp_cell_area_um2 1410 \
    worst_hold_path_type "in -> reg" \
    timing.critical_path.cells "clkdlybuf4s15_1" \
    fp.coreArea_um2 3970 \
    drt-pass1-iter-count 2 \
    ys_warn_count 4 \
    worst-path-max-fanout 1 \
    area_delta_synth_final_pct 119 \
    cts_buffer_depth 2 \
    setup_ws_ns 0.0438 \
    drc 0 \
    placementRows 23 \
    synthCells 34 \
    gr-usage-all-layers_pct 5.76 \
    count_of_library_flops_with_an_enable_pin 0 \
    clock_tree.htree_level_count 2 \
    top_cell_area_share_pct 98.0 \
    worst_setup_path_start_kind "register" \
    cp.required_ns 0.80 \
    top_cells_by_count "33 x sky130_fd_sc_hd__dfxtp_1, 1 x sky130_fd_sc_hd__nor2b_4" \
    setup_total_negative_slack_ns 0 \
    wl_per_cell_um 13.3 \
    min_period_over_period_pct 95.6 \
    netlist-cell-type-count 2 \
    report.final.slew_viol_count 0 \
    fp_util_pct 17.0 \
    dpl_worst_slack_ns 0.0344 \
    die_h_um 84 \
    synth.ff_latch_count 33 \
    end_kind "output port" \
    synth_area_leader_cell "sky130_fd_sc_hd__dfxtp_1" \
    clkSlewWorstSetupHoldPaths_ns 0.06 \
    unrepaired_setup_endpoints_after_global_routing "false" \
    synth_area_um2 674 \
    power.ir.vdd_worst_mv 0.629 \
    design.portCount 68 \
    die_area_um2 7060 \
    p_leak_uw 0.000611 \
    clkSinkCount 33 \
    criticalPathCategory "reg -> out" \
    antenna_found_initial 0 \
    critical_path.n_buffers_inverters 1 \
    max_cap_viol_count 0 \
    ctsHoldBuffers 0 \
    antenna_cells_inserted 0 \
    setup_viol_count_final 0 \
    grt.overflow.total 0 \
    worst_pin_slew_ns 0.107 \
    ctsRootBufferMaster "sky130_fd_sc_hd__clkbuf_8" \
    drt-vias-per-instance 3.23 \
    synth.yosys.seq_area_share_pct 98.0 \
    synth_async_sr_flop_share_pct 0 \
    report.final.hold_viol_count 0 \
    vias 511 \
    crit_path_max_cell_delay_ns 0.31 \
    area_of_the_synthesized_netlist_per_yosys_stat_um2 674 \
    grt_first_pass_wirelength_mm 3.25 \
    maxSlewHeadroom_pct 92.8 \
    finish.utilization_pct 37.1 \
    outcome "finished, final reports clean" \
    tool_warnings 25 \
]
-- sequential cells by signal (all words and copies together), names as in the netlist --
register and cells:
data_pipeline_inst.data_shift_reg_ff 32, status_pipeline_inst.data_shift_reg_ff 1
-- final cells by class --
cell class,count,area (um2)
Sequential cell,33,671
Multi-Input combinational cell,1,13.8
Timing Repair Buffer,67,641
Tap cell,50,62.6
Fill cell,386,2500
Clock buffer,7,86.3
-- repair_timing --
action / 4_1_cts / 5_1_grt
endpoints found under the setup margin: 33 / 9
resized: 68 / 12
cloned: 0 / 0
-- path summary, 6_finish.rpt --
kind	from	endpoint	slack, ns	depth (start not counted)
max	data_pipeline_inst.data_shift_reg_ff[0][14]	data_o[14]	0.04	1
min	data_i[25]	data_pipeline_inst.data_shift_reg_ff[0][25]	0.37	1
-- per-layer routing --
metal  wire length [um]  track usage [%]  share of wire (%)  vias to the layer above
met5                  0                0                  0                        -
li1                   -                -                  -                      248
met4                 40             1.07                1.9                        0
met1                667             5.32                 32                      217
met3                355             5.02                 17                        5
met2               1040             9.48                 49                       41
-- power breakdown --
group	switching (uW)	total [uW]	leakage [uW]	internal (uW)
sequential	16.7	1410	0.000278	1390
combinational	28.6	217	0.000288	189
clock	403	947	0.0000443	544
-- cell families (layout without fill, tap and decap cells) --
| family | after synthesis | after routing | synth area share (%) |
|---|---|---|---|
| flip-flops | 33 | 33 | 98.0 |
| buffers and inverters | 0 | 74 | 0 |
| AND/OR/NAND/NOR | 1 | 1 | 2.04 |
-- stage by stage --
| stage | std cells | total power, uW |
|---|---|---|
| floorplan | 34 | 1420 |
| global placement | 151 | 1690 |
| detailed placement | 151 | 1690 |
| CTS | 158 | 2640 |
| global route | 158 | 2710 |
| finish | 158 | 2570 |
-- layout by cell type, fill, tap and decap left out, drive strengths merged --
| cell | instances |
|---|---|
| dfxtp | 33 |
| clkdlybuf4s15 | 27 |
| clkdlybuf4s50 | 34 |
| nor2b | 1 |
| clkbuf | 13 |
Power figures rest on the tool's default switching activity, not on a simulated workload.
