<file path="flow/run.sh">
#!/bin/bash
# OpenROAD 26Q1-2900-gdf79404cd8, Yosys 0.63+post, stock flow scripts
make -C /OpenROAD-flow-scripts/flow DESIGN_CONFIG=/design/flow/config.mk WORK_HOME=/design/flow/orfs finish
</file>
<file path="flow/config.mk">
export PLATFORM = sky130hd
export DESIGN_NAME = calculate_crc
export DESIGN_NICKNAME = calculate_crc
export VERILOG_FILES = /design/flow/design.v
export SDC_FILE = /design/flow/constraint.sdc
export NUM_CORES = 4
export LEC_CHECK = 1
export CORE_AREA = 10 10 82 82
export DIE_AREA = 0 0 92 92
</file>
<file path="flow/constraint.sdc">
current_design calculate_crc

set clk_period 5.4
set clk_io_pct 0.2

create_clock -name clk0 -period $clk_period

set non_clock_inputs [all_inputs -no_clocks]
set_input_delay [expr $clk_period * $clk_io_pct] -clock clk0 $non_clock_inputs
set_output_delay [expr $clk_period * $clk_io_pct] -clock clk0 [all_outputs]
</file>
<file path="flow/design.v">
interface ether_type_if ();
  logic is_ipv4;
  logic is_ipv6;
  logic is_other;
  modport slave (
    input is_ipv4,
    input is_ipv6,
    input is_other
  );
  modport master (
    output is_ipv4,
    output is_ipv6,
    output is_other
  );
endinterface
interface ip_fields_if();
  logic idle;
  logic dst_addr;
  logic src_addr; 
  logic option_or_data;
  modport slave (
    input idle,
    input dst_addr,
    input src_addr,
    input option_or_data
  );
  modport master (
    output idle,
    output dst_addr,
    output src_addr,
    output option_or_data
  );
endinterface
package ipv4_pkg;
  parameter TOTAL_LN_BYTES          = 2;           
  parameter IDENTIFICATION_BYTES    = 2;                
  parameter FRAGMENT_BITS_BYTES     = 2;                                      
  parameter HEADER_CHECK_SUM_BYTES  = 2;                   
  parameter IP_BYTES                = 4;        
  parameter COUNTER_W          = $clog2(IP_BYTES);
  parameter NUM_PARSER_STATE  = 11;
  typedef enum logic[NUM_PARSER_STATE-1:0] {
    IDLE_OR_VERSION_HLEN  = 'b00000000001, 
    TYPE_OF_SERVICE       = 'b00000000010,
    TOTAL_LN              = 'b00000000100, 
    IDENTIFICATION        = 'b00000001000,
    FRAGMENT_BITS         = 'b00000010000,
    TTL                   = 'b00000100000,
    PROTOCOL              = 'b00001000000,
    HEADER_CHECK_SUM      = 'b00010000000,
    SRC_IP                = 'b00100000000,
    DST_IP                = 'b01000000000,
    OPTION_OR_DATA        = 'b10000000000
  } parser_state_t;
endpackage
interface eth_fields_if ();
  logic is_preamble_or_sfd;
  logic is_dst_mac;
  logic is_src_mac;
  logic is_ether_type;
  logic is_payload_or_fcs;
  modport slave (
    input is_preamble_or_sfd,
    input is_dst_mac,
    input is_src_mac,
    input is_ether_type,
    input is_payload_or_fcs
  );
  modport master (
    output is_preamble_or_sfd,
    output is_dst_mac,
    output is_src_mac,
    output is_ether_type,
    output is_payload_or_fcs
  );
endinterface
interface eth_parser_error_if();
  logic preamble_sfd;
  logic incomplete;
  modport slave (
    input preamble_sfd,
    input incomplete
  );
  modport master (
    output preamble_sfd,
    output incomplete
  );
endinterface
package ddr_sdr_converter_pkg;
  typedef enum int {
    IDLE, 
    UPPER_HALF,
    LOWER_HALF
  } converter_state_t;
endpackage 
package error_pulse_pkg;
  typedef enum logic {  
    NO_ERROR,
    ERROR
  } error_state_t;
endpackage
package fcs_pkg;
  localparam FCS_W                  = 32;
  localparam FCS_POLY               = 32'h04C11DB7;
  localparam FCS_REG_INITIAL_VALUE  = 32'hFFFFFFFF;
  localparam FCS_RESIDUE            = 32'hC704DD7B;
  typedef enum int {  
    IDLE,
    ACTIVE
  } fcs_checker_state_t;
endpackage
package mac_if_pkg;
  localparam RGMII_DATA_W = 4;
  localparam GMII_DATA_W  = 2*RGMII_DATA_W;
  typedef union packed {
    logic valid; 
    logic error; 
  } rgmii_ctrl_t;
endpackage
interface data_valid_if #(
  parameter int DATA_W = 8
);
  logic [DATA_W-1:0]  data;
  logic               valid;
  modport slave (
    input data,
    input valid
  );
  modport master (
    output data,
    output valid
  );
endinterface
interface fifo_rd_if #(
  parameter DATA_W = 32 
);
  logic [DATA_W-1:0]  data;
  logic               rd_en;
  logic               empty;
  modport slave (
    input   rd_en,
    output  data,
    output  empty
  );
  modport master (
    output  rd_en,
    input   data,
    input   empty
  );
endinterface
interface fifo_wr_if #(
  parameter DATA_W = 32
);
  logic [DATA_W-1:0]  data;
  logic               wr_en;
  logic               full;
  modport slave (
    input   wr_en,
    input   data,
    output  full
  );
  modport master (
    output  wr_en,
    output  data,
    input   full 
  );
endinterface
module calculate_crc #(
  parameter DATA_W    = 8,
  parameter CRC_W     = 32,
  parameter CRC_POLY  = 32'h04C11DB7
) (
  input   logic [CRC_W-1:0]   crc_old_i,
  input   logic [DATA_W-1:0]  data_i,
  output  logic [CRC_W-1:0]   crc_new_o
);
  logic [CRC_W-1:0] new_crc_val;
  logic             xor_crc;
  always_comb begin
    new_crc_val       = crc_old_i;
    for (int i = 0; i < DATA_W; i++) begin
      xor_crc         = new_crc_val[CRC_W-1] ^ data_i[i];
      new_crc_val     = xor_crc ? ((new_crc_val << 1) ^ CRC_POLY) : (new_crc_val << 1);
    end
  end
  assign crc_new_o = new_crc_val;
endmodule
</file>
==> impl_results.html <==
<p>Metrics extracted from the flow reports.</p>
<table>
<tr><th>Metric</th><th>Value</th></tr>
<tr><th colspan="2">Placed design</th></tr>
<tr><td>Gpl congestion</td><td>0.7097</td></tr>
<tr><td>I/O Buffers</td><td>72</td></tr>
<tr><td>Pre-CTS worst setup slack</td><td>0.7898 ns</td></tr>
<tr><td>Sum of net half-perimeters after detailed placement</td><td>2463 um</td></tr>
<tr><td>Post-DP Area</td><td>0.001575 mm^2</td></tr>
<tr><th colspan="2">Cells and area</th></tr>
<tr><td>Share of post-route cells with drive strength above 1</td><td>8.276%</td></tr>
<tr><td>Layout area overhead</td><td>109.5%</td></tr>
<tr><td>Area taken by flip-flops and latches</td><td>0 um^2</td></tr>
<tr><td>Fin area</td><td>0.001575 mm^2</td></tr>
<tr><td>Number of clock buffers in the layout</td><td>0</td></tr>
<tr><td>Utilization after layout</td><td>31.04%</td></tr>
<tr><td>Flip-flops</td><td>0</td></tr>
<tr><th colspan="2">Floorplan</th></tr>
<tr><td>Initial Util</td><td>14.82%</td></tr>
<tr><td>Overall die area</td><td>0.008464 mm^2</td></tr>
<tr><td>Chip height</td><td>92 um</td></tr>
<tr><td>Chip Width</td><td>92 um</td></tr>
<tr><td>Placement row count</td><td>26</td></tr>
<tr><td>Number of ports placed on the die boundary</td><td>72</td></tr>
<tr><td>Core area</td><td>0.005075 mm^2</td></tr>
<tr><th colspan="2">GRT</th></tr>
<tr><td>GRT Overall Usage</td><td>6.408%</td></tr>
<tr><td>Global-route wire length before repair</td><td>4443 um</td></tr>
<tr><td>Largest net degree at the start of global routing</td><td>9</td></tr>
<tr><td>Number of global-route vias before repair</td><td>792</td></tr>
<tr><td>Antenna violations before repair</td><td>0</td></tr>
<tr><td>Total grt overflow</td><td>0</td></tr>
<tr><th colspan="2">Synthesis</th></tr>
<tr><td>Area leader, netlist</td><td>sky130_fd_sc_hd__xnor2_1</td></tr>
<tr><td>Most frequently used cell type in the post-synthesis netlist</td><td>sky130_fd_sc_hd__xnor2_1</td></tr>
<tr><td>Most numerous cell types in the synthesized netlist</td><td>sky130_fd_sc_hd__xnor2_1, sky130_fd_sc_hd__xnor2_2, sky130_fd_sc_hd__xor2_1, sky130_fd_sc_hd__xnor3_1, sky130_fd_sc_hd__xor3_1</td></tr>
<tr><td>Top cell type's share of synthesized area</td><td>59.40%</td></tr>
<tr><td>Top cells by area in the synthesized netlist</td><td>sky130_fd_sc_hd__xnor2_1, sky130_fd_sc_hd__xnor2_2, sky130_fd_sc_hd__xor2_1</td></tr>
<tr><td>Yosys-reported design area after synthesis</td><td>752.0 um^2</td></tr>
<tr><td>Average footprint of a synthesized cell</td><td>10.59 um^2</td></tr>
<tr><td>Sequential element share of the synthesized area</td><td>0%</td></tr>
<tr><td>Combined area of all synthesized cells</td><td>752.0 um^2</td></tr>
<tr><td>Synth warnings</td><td>1</td></tr>
<tr><td>Cell total in the yosys stat output</td><td>71</td></tr>
<tr><td>Synthesized instance count</td><td>71</td></tr>
<tr><td>Library cells used by synthesis</td><td>9</td></tr>
<tr><th colspan="2">Final timing</th></tr>
<tr><td>Final-report setup violation count</td><td>0</td></tr>
<tr><td>Final hold vios</td><td>0</td></tr>
<tr><td>Min Clock Period, post-route</td><td>4.582 ns</td></tr>
<tr><td>Worst-Margin Slew</td><td>0.5550 ns</td></tr>
<tr><td>Final Max-Slew Violation Tally</td><td>0</td></tr>
<tr><td>Final total negative setup slack</td><td>0 ns</td></tr>
<tr><td>Share of the clock period used by the worst path after layout</td><td>84.84%</td></tr>
<tr><td>Worst slew margin relative to its limit</td><td>62.82%</td></tr>
<tr><td>Worst setup slack after layout</td><td>0.8185 ns</td></tr>
<tr><td>Peak Freq</td><td>218.3 MHz</td></tr>
<tr><td>RSZ-0062 raised after global routing</td><td>no</td></tr>
<tr><th colspan="2">Setup path</th></tr>
<tr><td>Crit path from</td><td>data_i[0]</td></tr>
<tr><td>Nature of the critical path endpoint</td><td>output pin</td></tr>
<tr><td>Kind of start point of the critical path</td><td>input pin</td></tr>
<tr><td>Highest net fanout along the worst path</td><td>8</td></tr>
<tr><td>Category of the most critical setup path</td><td>in -&gt; out</td></tr>
<tr><td>Data arrival time at the worst-slack endpoint</td><td>3.50 ns</td></tr>
<tr><td>Crit path to</td><td>crc_new_o[11]</td></tr>
<tr><td>Required time at the worst-slack endpoint</td><td>4.32 ns</td></tr>
<tr><th colspan="2">Detailed routing</th></tr>
<tr><td>Detail-routed via count per cell</td><td>3.247</td></tr>
<tr><td>DR DRC count</td><td>0</td></tr>
<tr><td>Routed via count</td><td>698</td></tr>
<tr><td>WL/cell</td><td>12.51 um</td></tr>
<tr><td>Iteration-0 DRC Markers</td><td>4</td></tr>
<tr><td>Detailed-route wire length</td><td>2690 um</td></tr>
<tr><td>Antenna cell count</td><td>0</td></tr>
<tr><td>Number of nets with antenna violations after detailed routing</td><td>0</td></tr>
<tr><td>Number of optimization iterations in the first detailed-route pass</td><td>2</td></tr>
<tr><th colspan="2">Clock network</th></tr>
<tr><td>Number of hold buffers added after cts</td><td>0</td></tr>
<tr><td>Quantity of gates resized following cts</td><td>0</td></tr>
<tr><td>Buffer count from post-CTS setup fixing</td><td>0</td></tr>
<tr><th colspan="2">Flow run</th></tr>
<tr><td>MaxCap Viol Count</td><td>0</td></tr>
<tr><td>Tool warnings</td><td>32</td></tr>
<tr><th colspan="2">Hold path</th></tr>
<tr><td>Number of instances on the worst hold path</td><td>3</td></tr>
<tr><td>Worst hold path type</td><td>in -&gt; out</td></tr>
<tr><th colspan="2">Power</th></tr>
<tr><td>Pwr per Cell Area</td><td>289.3 mW/mm^2</td></tr>
<tr><td>Leakage power of the design</td><td>0.5639 nW</td></tr>
<tr><td>Worst IR drop on VDD</td><td>0.0001125 V</td></tr>
<tr><td>Overall power</td><td>0.0004557 W</td></tr>
<tr><th colspan="2">Status</th></tr>
<tr><td>Result of the run</td><td>finished clean</td></tr>
</table>
[layout make-up]
| type | instances | area, um^2 |
|---|---|---|
| Inverter | 1 | 3.754 |
| Multi-Input combinational cell | 69 | 740.7 |
| Tap cell | 70 | 87.58 |
| Fill cell | 559 | 3500 |
| Timing Repair Buffer | 75 | 743.2 |
[cells by family after synthesis]
group	share of synthesized area [%]
buffers and inverters	1.497
XOR/XNOR	98.50
[report_power, final]
group / internal [W] / total, W / leakage (nW) / switching [W]
Combinational: 0.000328 / 0.000456 / 0.564 / 0.000128
Sequential: 0 / 0 / 0 / 0
Clock: 0 / 0 / 0 / 0
Total: 0.000328 / 0.000456 / 0.564 / 0.000128
[metrics by stage]
| stage | hold slack, ns | cells |
|---|---|---|
| floorplan | 2.189 | 71 |
| global placement | 3.103 | 215 |
| detailed placement | 3.103 | 215 |
| CTS | 3.108 | 215 |
| global route | 3.133 | 215 |
| finish | 3.099 | 215 |
[worst max-delay path, stage by stage]
cell                              delay (ns)
sky130_fd_sc_hd__clkdlybuf4s50_1        0.44
sky130_fd_sc_hd__xnor2_2                0.46
sky130_fd_sc_hd__xnor2_4                0.26
sky130_fd_sc_hd__xnor3_2                0.46
sky130_fd_sc_hd__xor3_1                 0.37
sky130_fd_sc_hd__clkdlybuf4s50_1        0.42
[how the worst min path moves through the flow]
stage	start	to	slack, ns
6_report	crc_old_i[14]	crc_new_o[22]	3.10
5_1_grt	crc_old_i[18]	crc_new_o[26]	3.13
4_1_cts	crc_old_i[17]	crc_new_o[25]	3.11
[cell usage in the layout, fill, tap and decap left out, drive strengths merged]
master / Yosys / layout
clkdlybuf4s50: 0 / 72
xnor2: 58 / 58
xor2: 6 / 6
buf: 1 / 3
xnor3: 3 / 3
xor3: 2 / 2
inv: 1 / 1
[routing by layer]
metal | GRT usage [%] | wire length (um)
met1 | 8.057 | 1098
met2 | 10.35 | 1258
met3 | 3.130 | 332
met4 | 0 | 0
met5 | 0 | 0
No activity file was given, so power comes from the tool's default toggle rates.
